**design/flow/design.v**
```verilog
module spi_slave # (
    parameter CPOL = 'h1,
    parameter CPHA = 'h1
)(
    input   clk,
    input   rstn,
    input   scl,
    input   ss,
    input   mosi,
    output  miso
);
    localparam  IDLE    = 0,
                DATA    = 1;
    localparam INIT = {4{32'hDEAD_BEEF}};
    reg [127:0] data_wbuf, data_rbuf;
    reg [3:0]   slv_fsm_n, slv_fsm;
    reg         scl_d1;
    wire        scl_rp, scl_fp;
    always @ (*) begin
        slv_fsm_n = slv_fsm;
        case (slv_fsm)
        IDLE: begin
            if (!ss && scl_fp)
                slv_fsm_n = DATA;
        end
        DATA: begin
            if (ss)
                slv_fsm_n =IDLE;
        end
        endcase
    end
    always @ (posedge clk or negedge rstn) begin
        if (!rstn) begin
            slv_fsm <= IDLE;
            scl_d1 <= 'h0;
        end else begin
            slv_fsm <= slv_fsm_n;
            scl_d1 <= scl;
        end
    end
    always @ (posedge clk or negedge rstn) begin
        if (!rstn)
            data_wbuf <= INIT;
        else if (!CPOL && !CPHA && scl_fp)  
            data_wbuf <= {data_wbuf[126:0], 1'h0};
        else if (slv_fsm == IDLE)
            data_wbuf <= INIT;
        else if (CPHA == CPOL && scl_fp)
            data_wbuf <= {data_wbuf[126:0], 1'h0};
        else if ((CPHA ^ CPOL) && scl_rp)
            data_wbuf <= {data_wbuf[126:0], 1'h0};
        else
            data_wbuf <= data_wbuf;
    end
    always @ (posedge clk or negedge rstn) begin
        if (!rstn)
            data_rbuf <= 'h0;
        else if (CPHA == CPOL && scl_rp)
            data_rbuf <= (slv_fsm == IDLE) ? 'h0 : {data_rbuf[126:0], mosi};
        else if ((CPHA ^ CPOL) && scl_fp)
            data_rbuf <= (slv_fsm == IDLE) ? 'h0 : {data_rbuf[126:0], mosi};
        else
            data_rbuf <= data_rbuf;
    end
    assign scl_rp = !scl_d1 && scl;
    assign scl_fp = scl_d1 && !scl;
    assign miso = data_wbuf[127];
endmodule
```
**design/flow/run.sh**
```bash
#!/bin/bash
# OpenROAD 26Q1-2900-gdf79404cd8, Yosys 0.63+post, stock flow scripts
make -C /OpenROAD-flow-scripts/flow DESIGN_CONFIG=/design/flow/config.mk WORK_HOME=/design/flow/orfs finish
```
**design/flow/config.mk**
```make
export PLATFORM = sky130hd
export DESIGN_NAME = spi_slave
export DESIGN_NICKNAME = spi_slave
export VERILOG_FILES = /design/flow/design.v
export SDC_FILE = /design/flow/constraint.sdc
export NUM_CORES = 4
export LEC_CHECK = 1
export CORE_UTILIZATION = 30
```
**design/flow/constraint.sdc**
```tcl
current_design spi_slave

set clk_period 5.7
set clk_io_pct 0.2

create_clock -name clk0 -period $clk_period [get_ports {clk}]

set non_clock_inputs [all_inputs -no_clocks]
set_input_delay [expr $clk_period * $clk_io_pct] -clock clk0 $non_clock_inputs
set_output_delay [expr $clk_period * $clk_io_pct] -clock clk0 [all_outputs]
```
==> run summary <==
status: finished, final reports clean
Overall Global Routing Usage: 10.5%
area delta synth->final: 14.9%
Data required, critical path: 6020 ps
Gates resized, CTS repair: 0
Row Count: 50
Slew Limit Fails: 0
clk_skew: 5.17 ps
Residual DRC: 0
Worst Hold Slack: 509 ps
count of final setup violators: 0
pwr dens: 502 mW/mm^2
hold depth: 2
vias in the first global route: 3,646
critical-path maximum fanout: 53
maximum level of the CTS H-tree: 4
Final Hold Violation Tally: 0
Num CTS Buffers: 17
clock latency on the worst-skew pair: 400 ps
yosys warns: 1
R2R cell count: 3
CP Launch Type: input port
Placement Cell Area: 0.00604 sq mm
total gr overflow: 0
RSZ-0062 raised after global routing: no
Post-DRT Antenna Nets: 0
Iter 0 DRT Violations: 202
GPL Wtd Cong: 0.713
Finished Cell Area: 0.00669 sq mm
CTS max path bufs: 2
num ports: 6
final wirelength: 9.18 mm
Period minus WS final: 2640 ps
die height: 141 um
Critical Path Sink Type: flip-flop
diode count: 0
Slew Limit Headroom: 44.4%
initial antenna violation count: 0
CP Class: in -> reg
routed vias: 3,394
Leak: 2.64 nW
number of logged tool warnings: 28
layout cell share with drive strength beyond 1: 27.5%
cycle use final: 46.3%
total core area: 0.0188 sq mm
width of the die: 141 um
Avg Cell Area, Syn: 11.7 sq um
Synth cell types: 19
drt wl/cell: 12.1 um
setup TNS: 0 ps
register share after synthesis: 58.4%
Pre-antenna DRT Iters: 4
maxcap violations: 0
WP data arrival: 2960 ps
CTS tree: built
Yosys chip area: 0.00582 sq mm
VDD IR max: 0.200 mV
fillers: 1,770
chip area: 0.0200 sq mm
Flops after synth: 131
CTS Root Cell: clkbuf_16
post-CTS setup buffer count: 0
hold bufs inserted after CTS: 0
yosys cell count: 499
FP Util: 30.9%
Reg clk slew, reported paths: 50 ps
first-pass GRT wire length: 16.9 mm
FMAX: 379 MHz
dpl hpwl: 4.50 mm
pin count of the biggest net entering global routing: 103
# port buffers: 4
Post-Syn Area: 0.00582 sq mm
vias per inst: 4.46
CTS Sinks: 131
worst min-delay path class: reg -> reg
worst slew pin tran: 834 ps
Mapped Cells: 499
Power Total: 3.35 mW
-- metrics by stage --
stage,utilization (%),instances,setup slack (ps)
final,35.5,761,3060
after global placement,32.1,729,2690
after CTS,35.5,761,3060
after detailed placement,32.1,729,2660
after global routing,35.5,761,2940
after floorplan,-,499,3750
-- state kept, by name, summed over array words and instances (netlist names) --
| register | cells |
|---|---|
| data_wbuf | 128 |
| slv_fsm | 2 |
| scl_d1 | 1 |
-- synthesized netlist by cell type --
library cell / instances / area [sq um]
nor2_1: 128 / 480
dfstp_2: 97 / 2550
mux2i_1: 95 / 951
dfrtp_1: 34 / 851
nand2b_1: 33 / 206
o21ai_1: 32 / 160
nand4bb_1: 29 / 327
clkbuf_1: 24 / 90.1
buf_4: 8 / 60.1
buf_2: 6 / 30.0
or4bb_1: 3 / 33.8
a21oi_1: 2 / 10.0
buf_6: 2 / 22.5
a21o_1: 1 / 7.51
a22o_1: 1 / 8.76
buf_8: 1 / 15.0
inv_1: 1 / 3.75
nor2b_1: 1 / 6.26
nor2b_2: 1 / 8.76
-- layout make-up --
type                            instances  area (sq um)  area share, %
Clock inverter                         12           179           2.68
Multi-Input combinational cell        326          2200           33.0
Tap cell                              260           325           4.87
Sequential cell                       131          3400           50.9
Timing Repair Buffer                   11           103           1.53
Inverter                                1          3.75         0.0561
Clock buffer                           20           467           6.98
-- metal layers --
| metal | routed length, um | up-vias | track usage, % |
|---|---|---|---|
| met5 | 0 | - | 0 |
| met4 | 109 | 0 | 1.43 |
| met3 | 312 | 7 | 2.78 |
| met2 | 3950 | 25 | 16.1 |
| met1 | 4810 | 1696 | 15.9 |
| li1 | - | 1666 | - |
-- logic make-up after synthesis --
logic type / share of synthesized area, %
flops: 58.4
simple gates: 18.3
mux: 16.3
buf+inv: 3.80
compound gates: 3.20
-- critical path, cell delays in order --
cell,delay [ps]
clkdlybuf4s50_1,400
buf_4,260
nor2b_4,190
buf_4,670
mux2i_1,280
-- report_power, final --
part,switching (mW),internal (mW)
clock network,0.386,0.767
logic,0.316,0.249
registers,0.136,1.50
total,0.837,2.52
-- path summary, 6_finish.rpt --
path	endpoint	slack, ps	startpoint
hold reg to reg	data_wbuf[13]$_DFFE_PN1P_	510	data_wbuf[13]$_DFFE_PN1P_
setup reg to reg	data_wbuf[72]$_DFFE_PN0P_	3270	slv_fsm[0]$_DFF_PN1_
max in group asynchronous	data_wbuf[113]$_DFFE_PN0P_	4170	rstn
hold / removal	data_wbuf[13]$_DFFE_PN1P_	510	data_wbuf[13]$_DFFE_PN1P_
min in group asynchronous	data_wbuf[81]$_DFFE_PN0P_	550	rstn
setup / recovery	data_wbuf[59]$_DFFE_PN1P_	3060	scl
-- cell usage in the layout (no fill, tap or decap), types with 3 or more instances in the layout --
master           count
nand2b_1            33
bufinv_16            4
dfstp_2             96
clkinv_4             3
clkbuf_8             3
clkdlybuf4s50_1      3
or4bb_1              3
nor2_1             128
mux2i_1             95
dfrtp_1             34
clkbuf_16           17
buf_4                7
clkinvlp_4           3
nand4bb_1           29
o21ai_1             32
Power and IR drop assume default switching activity.
